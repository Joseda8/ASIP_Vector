==> design.v <==
module ALU(
		input logic [31:0] A, B,
		input logic Func,
		input logic clk,
		output logic [31:0] out, 
		output logic ready_add, ready_mul, busy_add, busy_mul
		);
logic [32:0] tempRes;
logic [32:0] add_fp_out;
logic [32:0] mult_fp_out;
adder_fp adder_fp32(clk, 1, 0, A, B, ready_add, busy_add, add_fp_out);
multiplier_fp mult_fp32(clk, 1, A, B, ready_mul, busy_mul, mult_fp_out);
always_comb
begin
	case (Func)
		1'b0: tempRes = add_fp_out;
		1'b1: tempRes = mult_fp_out;
		default: tempRes = 32'bz;
	endcase
	out = tempRes[31:0];
end
endmodule
module adder_fp(
	input logic clk, start, op,
	input logic [31:0] A, B,
	output logic ready, busy,
	output logic [31:0] Y	
);
	logic [3:0] state = 4'd0;  
	parameter idle = 4'd0, active = 4'd1, checkNaN = 4'd2, checkInfinity = 4'd3, oneInfinity = 4'd4, 
		exponentCheck = 4'd5, operation = 4'd6, addition = 4'd7, subtraction = 4'd8, leadingZero = 4'd9, 
		chooseSign = 4'd10, Asign = 4'd11, notAsign = 4'd12, finished = 4'd13;
	logic A_sign, B_sign;
	logic [23:0] A_mantissa, B_mantissa, final_mantissa;
	logic [7:0] A_exponent, B_exponent, final_exponent;
	logic [24:0] output_mantissa;
	always_ff @(posedge clk) begin
		case(state)
			idle: begin
				if (start) begin
					state <= active;
					ready <= 0;
				end
				else begin
					ready <= 0;
					busy <= 0;
					state <= state;
				end
			end
			active: begin
				busy <= 1;
				A_sign <= A[31];
				A_exponent <= A[30:23];
				A_mantissa <= {1'b1, A[22:0]};
				B_sign <= B[31];
				B_exponent <= B[30:23];
				B_mantissa <= {1'b1, B[22:0]};
				state <= checkNaN;
			end
			checkNaN: begin
				if(((A_exponent == 8'b11111111) && (A_mantissa[22:0] > 0)) || ((B_exponent == 8'b11111111) && (B_mantissa[22:0] > 0))) begin
					Y <= {1'b0,8'b11111111,22'b0,1'b1};
					state <= finished;
				end
				else begin
					state <= checkInfinity;
				end
			end
			checkInfinity: begin
				if ((A_exponent == 8'b11111111 && A_mantissa[22:0] == 0) && (B_exponent == 8'b11111111 && B_mantissa[22:0] == 0)) begin
					if (A_sign == B_sign) begin
						Y <= A;
						state <= finished;
					end
					else begin
						Y <= {1'b0,8'b11111111,22'b0,1'b1};
						state <= finished;
					end
				end
				else begin
					state <= oneInfinity;
				end
			end
			oneInfinity: begin
				if (A_exponent == 8'b11111111 && A_mantissa[22:0] == 0) begin
					Y <= A;
					state <= finished;
				end
				else if (B_exponent == 8'b11111111 && B_mantissa[22:0] == 0) begin
					Y <= B;
					state <= finished;
				end
				else begin
					state <= exponentCheck;
				end
			end
			exponentCheck: begin
				if (A_exponent < B_exponent) begin
					A_mantissa <= A_mantissa >> (B_exponent - A_exponent);
					final_exponent <= B_exponent;
				end
				else begin 
					B_mantissa <= B_mantissa >> (A_exponent - B_exponent);
					final_exponent <= A_exponent;
				end
				state <= operation;
			end
			operation: begin
					if ((!op && !A_sign && !B_sign) || (!op && A_sign && B_sign) || (op && !A_sign && B_sign) || (op && A_sign && !B_sign)) begin
						output_mantissa <= A_mantissa + B_mantissa;
						state <= addition;
					end
					else begin
						state <= subtraction;
					end
			end
			addition: begin
				if (output_mantissa[24] == 1) begin
					final_exponent <= final_exponent + 1;
					if (output_mantissa[0] == 1) begin
						final_mantissa <= output_mantissa[24:1] + 1;
					end
					else begin
						final_mantissa <= output_mantissa[24:1];
					end
					if (final_exponent == 255) begin
						final_mantissa <= 0;
					end
				end
				else begin
					final_mantissa <= output_mantissa[23:0];
				end
				state <= Asign;
			end
			subtraction: begin
				if (A_mantissa < B_mantissa) begin 
					output_mantissa <= B_mantissa - A_mantissa;
					state <= leadingZero;
				end
				else if (B_mantissa < A_mantissa) begin
					output_mantissa <= A_mantissa - B_mantissa;
					state <= leadingZero;
				end
				else begin
						Y <= 0;
						state <= finished;
				end
			end
			leadingZero: begin
				if (output_mantissa[23] != 0) begin
					state <= chooseSign;
				end
				else begin
					output_mantissa <= output_mantissa << 1;
					final_exponent <= final_exponent - 1;
					state <= leadingZero;
				end
			end
			chooseSign: begin
				if (A_mantissa < B_mantissa) begin
					state <= notAsign;
				end
				else begin
					state <= Asign;
				end
				final_mantissa <= output_mantissa[23:0];
			end
			Asign: begin
				Y <= {A_sign, final_exponent, final_mantissa[22:0]};
				state <= finished;
			end
			notAsign: begin
				Y <= {!A_sign, final_exponent, final_mantissa[22:0]};
				state <= finished;
			end
			finished: begin
				ready <= 1;
				state <= idle; 
			end
		endcase
	end
endmodule
module lanes(dataA0, dataB0, dataA1, dataB1, dataA2, dataB2, dataA3, dataB3,
				func, clk, result0, result1, result2, result3);
	input logic [31:0] dataA0, dataB0, dataA1, dataB1, dataA2, dataB2, dataA3, dataB3;
	input logic func;
	input logic clk;
	output logic [31:0] result0, result1, result2, result3;
	logic ready_add0, ready_mul0, busy_add0, busy_mul0;
	logic ready_add1, ready_mul1, busy_add1, busy_mul1;
	logic ready_add2, ready_mul2, busy_add2, busy_mul2;
	logic ready_add3, ready_mul3, busy_add3, busy_mul3;
	ALU alu0(dataA0, dataB0, func, clk, result0, ready_add0, ready_mul0, busy_add0, busy_mul0);
	ALU alu1(dataA1, dataB1, func, clk, result1, ready_add1, ready_mul1, busy_add1, busy_mul1);
	ALU alu2(dataA2, dataB2, func, clk, result2, ready_add2, ready_mul2, busy_add2, busy_mul2);
	ALU alu3(dataA3, dataB3, func, clk, result3, ready_add3, ready_mul3, busy_add3, busy_mul3);
endmodule
module multiplier_fp(
	input logic clk, start,
	input logic [31:0] A, B,
	output logic ready, busy,
	output logic [31:0] Y
);
	logic [3:0] state = 4'd0;  
	parameter idle = 4'd0, active = 4'd1, checkNaN = 4'd2, checkInfinity = 4'd3, oneInfinity = 4'd4, 
		exponentSum = 4'd5, normalize = 4'd6, shift = 4'd7, round = 4'd8, noRound = 4'd9, stillnormalized = 4'd10, 
		normalizeAgain = 4'd11, chooseSign = 4'd12, finished = 4'd13;
	logic A_sign, B_sign;
	logic [23:0] A_mantissa, B_mantissa;
	logic [24:0] final_mantissa;
	logic [7:0] A_exponent, B_exponent;
	logic signed [9:0] final_exponent;
	logic [47:0] output_mantissa;
	integer i = 47;
	integer x = 0;
	always_ff @(posedge clk) begin
		case(state)
			idle: begin
				if (start) begin
					state <= active;
					ready <= 0;
				end
				else begin
					ready <= 0;
					busy <= 0;
					state <= state;
					i <= 0;
				end
			end
			active: begin
				busy <= 1;
				A_sign <= A[31];
				A_exponent <= A[30:23];
				A_mantissa <= {1'b1, A[22:0]};
				B_sign <= B[31];
				B_exponent <= B[30:23];
				B_mantissa <= {1'b1, B[22:0]};
				state <= checkNaN;
				i <= 0;
			end
			checkNaN: begin
				if(((A_exponent == 8'b11111111) && (A_mantissa[22:0] > 0)) || ((B_exponent == 8'b11111111) && (B_mantissa[22:0] > 0))) begin
					Y <= {1'b0,8'b11111111,22'b0,1'b1};
					state <= finished;
				end
				else begin
					state <= checkInfinity;
				end
			end
			checkInfinity: begin
				if ((A_exponent == 8'b11111111 && A_mantissa[22:0] == 0) && (B_exponent == 8'b11111111 && B_mantissa[22:0] == 0)) begin
					if (A_sign == B_sign) begin
						Y <= A;
						state <= finished;
					end
					else begin
						Y <= {1'b0,8'b11111111,22'b0,1'b1};
						state <= finished;
					end
				end
				else begin
					state <= oneInfinity;
				end
			end
			oneInfinity: begin
				if (A_exponent == 8'b11111111 && A_mantissa[22:0] == 0) begin
					Y <= A;
					state <= finished;
				end
				else if (B_exponent == 8'b11111111 && B_mantissa[22:0] == 0) begin
					Y <= B;
					state <= finished;
				end
				else begin
					final_exponent <= (A_exponent + B_exponent) - 127;
					state <= exponentSum;
				end
			end
			exponentSum: begin
				if((final_exponent > 254) || (final_exponent < 1)) begin
					Y <= {1'b0,8'b11111111,22'b0,1'b1};
					state <= finished;
				end
				else begin
					output_mantissa <= A_mantissa * B_mantissa;
					state <= normalize;
				end
			end
			normalize: begin
				if (output_mantissa[47] == 1) begin
					i <= 1;  
					state <= shift;
				end
				else begin
					state <= shift;
				end
			end
			shift: begin
				if (i == 1) begin
					final_exponent <= final_exponent + 1;
					output_mantissa <= output_mantissa >> 23;
					state <= round;
				end
				else begin
					output_mantissa <= output_mantissa >> 23;
					state <= noRound;
				end
			end
			round: begin
				if(final_exponent[8] == 1) begin
					Y <= {1'b0,8'b11111111,22'b0,1'b1};
					state <= finished;
				end
				else begin
					if (output_mantissa[0] == 1) begin
						final_mantissa <= output_mantissa[24:1] + 1;
					end
					else begin
						final_mantissa <= output_mantissa[24:1];
					end
				end
				state <= stillnormalized;
			end
			noRound: begin
				final_mantissa <= output_mantissa[23:0];
				state <= chooseSign;
			end
			stillnormalized: begin
				if(final_exponent[8] == 1) begin
					Y <= {1'b0,8'b11111111,22'b0,1'b1};
					state <= finished;
				end
				else if(final_mantissa[24] == 1) begin
					state <= normalizeAgain;
				end
				else begin
					state <= chooseSign;
				end
			end
			normalizeAgain: begin
				if (final_mantissa[0] == 0) begin
					final_mantissa <= final_mantissa >> 1;
					final_exponent <= final_exponent + 1;
					state <= chooseSign;
				end
				else begin
					final_mantissa <= final_mantissa[24:1] + 1;
					final_exponent <= final_exponent + 1;
					state <= stillnormalized;
				end
			end
			chooseSign: begin
				if( A_sign == B_sign ) begin
					Y <= {1'b0, final_exponent[7:0], final_mantissa[22:0]};
				end
				else begin
					Y <= {1'b1, final_exponent[7:0], final_mantissa[22:0]};
				end
				state <= finished;
			end
			finished: begin
				ready <= 1;
				state <= idle; 
			end
		endcase
	end
endmodule
==> run.sh <==
#!/bin/bash
# OpenROAD 26Q1-2900-gdf79404cd8, Yosys 0.63+post, stock flow scripts
make -C /OpenROAD-flow-scripts/flow DESIGN_CONFIG=/design/flow/config.mk WORK_HOME=/design/flow/orfs finish
==> config.mk <==
export PLATFORM = sky130hd
export DESIGN_NAME = lanes
export DESIGN_NICKNAME = lanes
export VERILOG_FILES = /design/flow/design.v
export SDC_FILE = /design/flow/constraint.sdc
export NUM_CORES = 4
export LEC_CHECK = 1
export CORE_UTILIZATION = 40
==> constraint.sdc <==
current_design lanes

set clk_period 21.3
set clk_io_pct 0.2

create_clock -name clk0 -period $clk_period [get_ports {clk}]

set non_clock_inputs [all_inputs -no_clocks]
set_input_delay [expr $clk_period * $clk_io_pct] -clock clk0 $non_clock_inputs
set_output_delay [expr $clk_period * $clk_io_pct] -clock clk0 [all_outputs]
==> results.txt <==
Implementation numbers.

- The flow ran to the end, and the final reports show no timing, DRC or antenna violations.
- The total area inside the core boundary comes to 410,000 um2.
- Looking at the clock tree report, the maximum root-to-sink buffer count equals 4.
- CTS saw 1,372 sinks.
- From synthesis to final layout, the design area changed by 10.1%.
- Each instance of the synthesized netlist takes up on average 9.45 um2.
- The gate count after technology mapping is 17,461.
- The number of buffers inserted for hold repair after clock tree synthesis is 0.
- The largest single stage delay on the critical path is 560 ps.
- Measured against its own limit, the worst slew margin works out to 28.1%.
- The number of placement rows is 235.
- The leading register cell type out of synthesis is edfxtp_1.
- After global routing, the most crowded layer is met2.
- Entering global routing, the biggest net connects 63 pins.
- The cell sequence reported for the critical path is buf_6, buf_4, mux2_2, clkdlybuf4s50_1.
- The core utilization before placement is 40.2%.
- In this run the vertical extent of the chip is 644 um.
- The number of vias per cell after detailed routing is 5.52.
- The register bit count reported by yosys is 1,372.
- The OpenROAD report gives the critical path a data arrival time of 6180 ps.
- The post-synthesis cell type count is 112.
- The slowest stage of the critical path is the buf_4 cell.
- The warning count from the yosys run is 9.
- Sequential elements use 25.0% of the synthesized area.
- Leaving out fill and tap cells, the most frequent cell in the layout is inv_1.
- By instance count after routing, the leading logic cell types are 2,956 x inv_1, 2,002 x nand2_1, 1,956 x fa_1, 1,372 x edfxtp_1, 1,148 x ha_1.
- The number of detailed-route iterations in the first pass is 10.
- The total overflow left after global routing is 0.
- Global routing used 38.8% of the available met1 tracks.
- The DRC violation count after routing is 0.
- On met3, the global router reports a usage of 13.0%.
- TritonCTS created 170 clock buffers.
- TritonCTS built the clock tree.
- Cells with a size suffix above 1 make up 6.06% of the layout.
- The latest clock arrival within the worst-skew pair is 940 ps.
- In the final timing run, aggregate negative setup slack is 0 ps.
- The filler cell count in the final layout is 38,829.
- For this design, Yosys synthesis ends with a cell count of 17,461.
- The number of setup violations in the final report is 0.
- The fraction of the cycle the final worst path needs is 49.0%.
- Yosys mapped a number of flops with a built-in enable equal to 1,372.
- The count of warning messages emitted by the tools is 258.
- Across all hold checks on the routed design, the worst slack comes to 494 ps.
- In the final routed layout, each cell accounts on average for 24.2 um.
- The buffer-and-inverter tally for the worst setup path is 3.
- The clock arrives with 89.7 ps of skew.
- The cell class contributing the biggest share of worst-path delay is buffers and inverters.
- In this run the worst hold path is classified as reg2reg.
- Looking at the setup timing report, the critical path kind is in2out.
- For this run, asynchronously set or reset flops after synthesis account for 0%.
- The global-route wire length before repair is 842,000 um.
- The total of max-cap violations is 0.
- Clock tree synthesis selected as its root buffer the cell clkbuf_16.
- Data on the critical path is required at its endpoint by 17,040 ps.
- The total global routing track utilization is 28.9%.
- After its last routability iteration, the placer logged a weighted congestion of 1.03.
- The overall chip area is 415,000 um2.
- Across all setup checks in the final design, the least slack found is 10,860 ps.
- Setup repair after global routing left no endpoint under its margin.
- The worst setup path is captured at an output pin.
- The number of global-route vias before repair is 131,034.
- The DRC violation total after the first TritonRoute iteration is 9,368.
- Looking at the clock tree report, the H-tree level count equals 4.
- STA classifies the critical path startpoint as an input port.
- STA lists the maximum fanout along the critical path as 35.
- The number of gates resized after CTS is 0.
- For this design the top-level I/O count stands at 386.
- The highest achievable clock rate is 0.0957 GHz.
- For reference, the final report shows the hold violation count at 0.
- The final max-slew violation count recorded for this run is 0.
- The end-of-flow core utilization is 44.3%.
- Detailed placement finished with a half-perimeter wire length of 426,000 um.
- Routing resource usage on met2 recorded by global route was 41.9%.
- For the pin with the worst max-slew slack, the measured transition is 1080 ps.
- The routed via count is 128,185.
- The post-detailed-routing wire length is 561,000 um.
- Timing analysis after detailed placement gives a worst setup slack of 10,810 ps.
- The port buffer count is 385.
- The number of setup buffers added after CTS is 0.
- Yosys reports a chip area of 165,000 um2.
- The total standard cell area after synthesis is 165,000 um2.
- Once detail routing completed, the nets flagged for antenna violations numbered 0.
- The clock transition at the register clock pins on the worst setup and hold paths after CTS is 60 ps.
- The initial antenna violation count is 73.
- The smallest clock period supported by the final layout is computed as 10,440 ps.
- In this run the horizontal extent of the chip is 644 um.
==> worst paths after layout <==
kind,start,depth (start not counted),slack [ps],to
hold / removal,alu2.mult_fp32.output_mantissa[39]$_SDFFCE_PP0P_,2,490,alu2.mult_fp32.output_mantissa[16]$_DFFE_PP_
setup / recovery,func,4,10860,result3[13]
hold reg to reg,alu2.mult_fp32.output_mantissa[39]$_SDFFCE_PP0P_,2,490,alu2.mult_fp32.output_mantissa[16]$_DFFE_PP_
setup reg to reg,alu2.mult_fp32.B_mantissa[0]$_DFFE_PP_,26,12560,alu2.mult_fp32.output_mantissa[47]$_SDFFCE_PP0P_
==> metrics by stage <==
step / instance area, um2 / cells
after floorplan: 165000 / 17464
after global placement: 176000 / 22850
after detailed placement: 176000 / 22850
after CTS: 182000 / 23154
after global routing: 182000 / 23193
final: 182000 / 23204
==> worst min-delay path, delay by kind of cell (launching register included) <==
family | cells | cell delay (ps)
flip-flops | 1 | 320
AND-OR/OR-AND | 1 | 70
AND/OR/NAND/NOR | 1 | 50
==> kinds of logic after synthesis <==
family / Yosys count / synth area share [%]
xor+xnor: 508 / 2.70
mux: 574 / 4.07
flops: 1372 / 25.0
compound gates: 2871 / 11.9
buf+inv: 3850 / 8.83
simple gates: 5179 / 15.0
other cells: 1 / 0.00227
fa+ha+maj: 3106 / 32.5
==> synthesized netlist by cell type, types with 99 or more instances <==
cell / instances / area (um2)
nor4_1: 128 / 801
nand4_1: 173 / 1080
edfxtp_1: 1372 / 41200
mux2_2: 178 / 2000
nor2_1: 894 / 3360
xnor2_1: 276 / 2420
nand3_1: 277 / 1390
a21o_1: 296 / 2220
o211ai_1: 99 / 743
nand2_1: 2005 / 7530
a222oi_1: 188 / 1880
nand2b_1: 100 / 626
a22o_1: 105 / 920
and2_1: 1056 / 6610
nor2b_1: 125 / 782
o21ai_0: 632 / 3160
a21oi_1: 629 / 3150
xor2_1: 232 / 2030
inv_1: 2956 / 11100
ha_1: 1148 / 14400
mux2i_1: 335 / 3350
fa_1: 1956 / 39200
nor3_1: 153 / 766
clkbuf_1: 785 / 2950
==> metal layers <==
layer / vias to the layer above / part of all wire [%] / wire, um
met2: 5596 / 44 / 248000
met3: 984 / 12 / 65500
met5: - / 0.092 / 515
li1: 58385 / - / -
met1: 63192 / 38 / 216000
met4: 28 / 5.5 / 31000
==> state kept, by name, summed over array words and instances, names as in the netlist, 25 cells and up <==
signal / cells
alu3.adder_fp32.Y: 32
alu0.mult_fp32.Y: 32
alu3.mult_fp32.Y: 32
alu0.adder_fp32.output_mantissa: 25
alu3.mult_fp32.final_mantissa: 25
alu1.adder_fp32.Y: 32
alu2.adder_fp32.output_mantissa: 25
alu1.mult_fp32.output_mantissa: 48
alu0.mult_fp32.final_mantissa: 25
alu1.mult_fp32.Y: 32
alu0.adder_fp32.Y: 32
alu2.adder_fp32.Y: 32
alu2.mult_fp32.output_mantissa: 48
alu3.mult_fp32.output_mantissa: 48
alu0.mult_fp32.output_mantissa: 48
alu2.mult_fp32.final_mantissa: 25
alu3.adder_fp32.output_mantissa: 25
alu1.mult_fp32.final_mantissa: 25
alu1.adder_fp32.output_mantissa: 25
alu2.mult_fp32.Y: 32
==> area by class of cell <==
class	count	area, um2	share of cell area [%]
Multi-Input combinational cell	12242	110000	60.3
Tap cell	5451	6820	3.75
Antenna cell	50	125	0.0689
Clock inverter	109	1310	0.721
Sequential cell	1372	41200	22.7
Inverter	2975	11200	6.15
Timing Repair Buffer	810	7050	3.88
Clock buffer	195	4390	2.42
