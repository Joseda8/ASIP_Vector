## flow/config.mk

```make
export PLATFORM = sky130hd
export DESIGN_NAME = mult_mem
export DESIGN_NICKNAME = mult_mem
export VERILOG_FILES = /design/flow/design.v
export SDC_FILE = /design/flow/constraint.sdc
export NUM_CORES = 4
export LEC_CHECK = 1
export CORE_AREA = 10 10 251 251
export DIE_AREA = 0 0 261 261
```

## flow/constraint.sdc

```tcl
current_design mult_mem

set clk_period 9.9
set clk_io_pct 0.2

create_clock -name clk0 -period $clk_period [get_ports {clk}]
create_clock -name clk1 -period $clk_period [get_ports {we}]

set non_clock_inputs [all_inputs -no_clocks]
set_input_delay [expr $clk_period * $clk_io_pct] -clock clk0 $non_clock_inputs
set_output_delay [expr $clk_period * $clk_io_pct] -clock clk0 [all_outputs]
```

## flow/design.v

```verilog
module mult_mem(clk, we, wd1, wd2, wd3, wd4, 
					 out1, out2, out3, out4, out5, out6, out7, out8,
					 flag);
	input logic clk, we;
	input logic [31:0] wd1, wd2, wd3, wd4;
	output logic [31:0] out1, out2, out3, out4, out5, out6, out7, out8;
	output int flag;
	logic [31:0] MULT_MEM[1023:0];
	initial begin
		flag = 1;
	end
	assign out1 = MULT_MEM[32'b0]; 
	assign out2 = MULT_MEM[32'b1]; 
	assign out3 = MULT_MEM[32'b10]; 
	assign out4 = MULT_MEM[32'b11]; 
	assign out5 = MULT_MEM[32'b100]; 
	assign out6 = MULT_MEM[32'b101]; 
	assign out7 = MULT_MEM[32'b110]; 
	assign out8 = MULT_MEM[32'b111]; 
	always @(negedge we) begin
		if(flag == 0) 
			flag <= 1;
		else
			flag <= 0; 
	end
	always @(posedge clk) begin
		if (we) begin
			if(flag == 0) begin
				MULT_MEM[32'b0] <= wd1;
				MULT_MEM[32'b1] <= wd2;
				MULT_MEM[32'b10] <= wd3;
				MULT_MEM[32'b11] <= wd4;
			end
			else if(flag == 1) begin
				MULT_MEM[32'b100] <= wd1;
				MULT_MEM[32'b101] <= wd2;
				MULT_MEM[32'b110] <= wd3;
				MULT_MEM[32'b111] <= wd4;
			end
		end
	end
endmodule
```

## flow/run.sh

```bash
#!/bin/bash
# OpenROAD 26Q1-2900-gdf79404cd8, Yosys 0.63+post, stock flow scripts
make -C /OpenROAD-flow-scripts/flow DESIGN_CONFIG=/design/flow/config.mk WORK_HOME=/design/flow/orfs finish
```

==> impl_metrics.env <==
# source this file to load flow results
export IMPL_p_int_uw=4440
export IMPL_drcViolationCount=0
export IMPL_crit_start="flag[0]"
export IMPL_mappedNetlistArea_um2=7970
export IMPL_finalMaxSlewViolations=0
export IMPL_synth_cell_types=7
export IMPL_tns_ns=0
export IMPL_avgViaCountPerCell=3.04
export IMPL_switchingPower_uw=1500
export IMPL_arrival_ns=6.43
export IMPL_clk_pin_slew_worst_paths_ns=0.03
export IMPL_syn_area_per_cell_um2=27.2
export IMPL_finClkSkew_ns=0
export IMPL_cp_slowest_stage_delay_ns=0.54
export IMPL_power_frac_comb=0.182
export IMPL_yosys_cells=293
export IMPL_path_max_fanout=4
export IMPL_n_fill_cell=5739
export IMPL_areaGrowthSynthToFinish_pct=88.4
export IMPL_peakVddDrop_mv=0.188
export IMPL_path_class="reg2out"
export IMPL_comb_area_um2=133
export IMPL_ys_seq_share=0.967
export IMPL_power_density_nw_per_um2=396
export IMPL_crit_family="buffers and inverters"
export IMPL_grt_pass1_vias=5947
export IMPL_hold_ws_ns=0.522
export IMPL_die_w_um=261
export IMPL_critPathRequiredTime_ns=7.92
export IMPL_gp_congestion=0.813
export IMPL_crit_buf_inv=1
export IMPL_cts_hold_buf=0
export IMPL_worstReg2RegStart="flag[0]"
export IMPL_drt_total_wl_mm=26.0
export IMPL_layout_drive_gt1_share=0.137
export IMPL_ys_flops=257
export IMPL_antenna_found_initial=3
export IMPL_firstDrtPassIters=4
export IMPL_first_iter_violations=194
export IMPL_leakage_uw=0.00527
export IMPL_synthCells=293
export IMPL_power_frac_seq=0.365
export IMPL_yosys_area_um2=7970
export IMPL_grt_met2_usage=0.0927
export IMPL_worst_path_stages=1
export IMPL_cts_tree="yes"
export IMPL_warning_count=26
export IMPL_rsz0062_at_grt="false"
export IMPL_reg2reg_slack_ns=3.52
export IMPL_use_met3=0.0916
export IMPL_start_kind="flop"
export IMPL_place_hpwl_mm=17.4
export IMPL_rr_endpoint="MULT_MEM[4][7]"
export IMPL_outcome="complete, no violations"
export IMPL_io_buffers=385
export IMPL_synth_warnings=2
export IMPL_pwr_share_clk=0.454
export IMPL_timing_max_cap_violations=0
export IMPL_critPathSlowestCell="clkdlybuf4s50_1"
export IMPL_worst_r2r_cell_count=3
export IMPL_ff_latch_area_um2=7710
export IMPL_vias=4771
export IMPL_endpoint_kind="output port"
export IMPL_wl_per_cell_um=16.6
export IMPL_die_y_um=261
export IMPL_grt_max_degree=17
export IMPL_pin_count=418
export IMPL_track_usage=0.0747
export IMPL_grt_busiest_layer="met2"
export IMPL_cts_setup_buffers=0
export IMPL_cp_endpoint="flag[0]"
export IMPL_fp_util=0.138
export IMPL_hold_viol_final=0
export IMPL_worstHoldPathType="reg2reg"
export IMPL_cts_repair_resize_count=0
export IMPL_path_cells="clkdlybuf4s50_1"
export IMPL_gr_total_overflow=0
export IMPL_grt_first_pass_wirelength_mm=35.1
export IMPL_rows=88
export IMPL_switching_share=0.252
export IMPL_met1_usage=0.0543
export IMPL_ant_nets=0
export IMPL_setup_viol=0
export IMPL_utilization=0.261
export IMPL_dieArea_um2=68100
export IMPL_core_area_um2=57600
cells by family after synthesis:
logic type / synth area share
buffers and inverters: 0.0302
DFF: 0.967
other: 0.000471
and+or+nand+nor: 0.00204
placed cells by master, fill, tap and decap left out, drive strengths merged:
| cell | count |
|---|---|
| diode | 2 |
| clkbuf | 79 |
| dfxtp | 1 |
| inv | 16 |
| bufinv | 7 |
| clkinvlp | 2 |
| conb | 31 |
| clkdlybuf4s50 | 385 |
| edfxtp | 256 |
| and2 | 1 |
| and2b | 1 |
| clkinv | 23 |
worst min path at each step:
| stage | start | endpoint | slack [ns] | cells after the start |
|---|---|---|---|---|
| 4_1_cts | flag[0] | flag[0] | 0.54 | 1 |
| 5_1_grt | flag[0] | flag[0] | 0.55 | 1 |
| 6_report | flag[0] | flag[0] | 0.52 | 1 |
registers in the layout, summed over array words and instances (netlist names):
name / flops
flag: 1
MULT_MEM: 256
stage by stage:
stage          setup WS (ns)  power [uW]  instance area (um2)  cells
2_1_floorplan           2.59        2350                 8080    323
5_1_grt                 1.43        6310                15000   1567
3_5_place_dp            2.15        3620                12700   1442
3_3_place_gp            2.14        3620                12700   1442
4_1_cts                 1.45        6150                15000   1567
6_report                1.49        5940                15000   1569
cell usage after synthesis (all sizes together):
cell | n | area (um2)
conb | 1 | 3.75
buf | 31 | 233
inv | 2 | 7.51
edfxtp | 256 | 7690
dfxtp | 1 | 20.0
and2 | 1 | 7.51
and2b | 1 | 8.76
per-layer routing:
metal	part of all wire	routed length [um]
met1	0.29	7500
met2	0.43	11300
met3	0.21	5360
met4	0.071	1840
met5	0.00050	13
cell type report:
cell class / count / area share
multi-input cells: 33 / 0.00883
clock buffers: 79 / 0.120
well taps: 765 / 0.0638
flip-flops and latches: 257 / 0.513
inverters: 1 / 0.000250
clock inverters: 47 / 0.0363
repair buffers: 385 / 0.257
diodes: 2 / 0.000333
power by group through the flow:
stage / Sequential, uW / Combinational, uW / Clock, uW
finish: 2170 / 1080 / 2700
CTS: 2180 / 1120 / 2850
global route: 2230 / 1160 / 2930
No activity file was given, so power comes from the tool's default toggle rates.
